File: config.mk
export PLATFORM = sky130hd
export DESIGN_NAME = FIFO_asynch
export DESIGN_NICKNAME = FIFO_asynch
export VERILOG_FILES = /design/flow/design.v
export SDC_FILE = /design/flow/constraint.sdc
export NUM_CORES = 4
export LEC_CHECK = 1
export CORE_UTILIZATION = 30
File: constraint.sdc
current_design FIFO_asynch

set clk_period 3.6
set clk_io_pct 0.2

create_clock -name clk0 -period $clk_period [get_ports {r_clk}]
create_clock -name clk1 -period $clk_period [get_ports {w_clk}]

set non_clock_inputs [all_inputs -no_clocks]
set_input_delay [expr $clk_period * $clk_io_pct] -clock clk0 $non_clock_inputs
set_output_delay [expr $clk_period * $clk_io_pct] -clock clk0 [all_outputs]
File: design.v
module FIFO_asynch(
  input w_clk, w_rst,
  input r_clk, r_rst,
  input w_en, r_en,
  input [7:0] in,
  output [7:0] out,
  output full, empty
);
  wire [4:0] wptr_to_mem, rptr_to_mem;
  wire [4:0] b_wptr, b_rptr;
  wire [4:0] g_wptr, g_rptr;
  wire [3:0] w_addr, r_addr;  
  twoFlopSync sync_write(.clk(r_clk), .rst(r_rst), .in(g_wptr), .Q(wptr_to_mem)); 
  twoFlopSync sync_read(.clk(w_clk), .rst(w_rst), .in(g_rptr), .Q(rptr_to_mem));  
  write_ptr wptr_h(.w_clk(w_clk), .w_rst(w_rst), .w_en(w_en), .read_ptr(rptr_to_mem), .full(full), .writeptr_b(b_wptr), .writeptr_g(g_wptr));
  read_ptr rptr_h(.r_clk(r_clk), .r_rst(r_rst), .r_en(r_en), .write_ptr(wptr_to_mem), .empty(empty), .readptr_b(b_rptr), .readptr_g(g_rptr));
  memory fifom(w_clk, w_en, r_clk, r_en , b_wptr, b_rptr, full,empty, in, out);
endmodule
module memory(input w_clk, input w_en, input r_clk, input r_en, 
            input [4:0]w_ptr, input [4:0]r_ptr,
            input full, input empty,
            input [7:0] inp,
            output [7:0] data_out
            );
    reg [7:0]mem[0:15];
    always@(posedge w_clk)
    begin
        if(w_en & ~full) begin
        mem[w_ptr[3:0]] <= inp; 
    end
    end
    assign data_out= mem[r_ptr[3:0]];
endmodule
module write_ptr(input w_clk, input w_rst, input w_en, input [4:0] read_ptr,
       output reg full, output reg [4:0]writeptr_b, output reg [4:0]writeptr_g);
       wire [4:0] next_writeptr_b;
       wire [4:0] next_writeptr_g;  
       wire w_full;
       reg fullcondition;
       assign next_writeptr_b = writeptr_b + (w_en & ~full);
       assign next_writeptr_g = next_writeptr_b ^ ( next_writeptr_b >> 1);
       assign w_full= (next_writeptr_g == {~read_ptr[4:3], read_ptr[2:0]});
       always@(posedge w_clk or posedge w_rst)
       begin  
              if(w_rst)
              begin
                     full <= 0;
                     writeptr_b <= 0;
                     writeptr_g <= 0;
              end
              else 
              begin
                     full <= w_full;
                     writeptr_b <= next_writeptr_b;
                     writeptr_g <= next_writeptr_g;
              end
       end    
endmodule
module read_ptr(input r_clk, input r_rst, input r_en, input [4:0] write_ptr,
       output reg empty, output reg [4:0]readptr_b, output reg [4:0]readptr_g);
       wire [4:0] next_readptr_b;
       wire [4:0] next_readptr_g;  
       wire w_empty;
       reg emptycondition;
       assign next_readptr_b = readptr_b + (r_en & ~empty);
       assign next_readptr_g = next_readptr_b ^ ( next_readptr_b >> 1);
       assign w_empty = (write_ptr == next_readptr_g);
       always@(posedge r_clk or posedge r_rst)
       begin  
              if(r_rst)
              begin
                     empty <= 1;
                     readptr_b <= 0;
                     readptr_g <= 0;
              end
              else 
              begin
                     empty <= w_empty;
                     readptr_b <= next_readptr_b;
                     readptr_g <= next_readptr_g;
              end
       end    
endmodule
module twoFlopSync(input clk, input rst, input [4:0]in, output reg [4:0]Q);
    reg [4:0] q1;
    always @(posedge clk or posedge rst)
    begin
        if(rst)
        begin
            q1 <= 0;
            Q  <= 0; 
        end
        else
        begin
            q1 <= in;
            Q  <= q1;
        end
    end
endmodule
File: run.sh
#!/bin/bash
# OpenROAD 26Q1-2900-gdf79404cd8, Yosys 0.63+post, stock flow scripts
make -C /OpenROAD-flow-scripts/flow DESIGN_CONFIG=/design/flow/config.mk WORK_HOME=/design/flow/orfs finish
==> notes.md <==
Flow results.

- The setup check on the worst reg-to-reg path leaves a slack of 1220 ps.
- The total of hold buffers inserted after clock tree synthesis is 0.
- For the worst setup path, the data required time is ~2900 ps.
- Entering global routing, the biggest net connects 34 pins.
- The number of fill cells is around 1900.
- The report lists the cells along the critical path as buf_12 -> mux2i_1 -> a221oi_1 -> a22oi_1 -> nand2_1 -> clkdlybuf4s50_1.
- Setup repair after global routing left no endpoint under its margin.
- Yosys mapped a number of flops with a built-in enable equal to 128.
- The largest total area in the synthesized netlist belongs to edfxtp_1.
- The run finished with clean final reports.
- The repair_antennas step left the layout with diodes totalling 0.
- The total overflow reported by the global router is 0.
- The layout summary lists the proportion of cells stronger than drive strength 1 as 0.1548.
- In this run the critical register-to-register path is captured at rptr_h.empty$_DFF_PP1_.
- Prior to clock tree synthesis, the placed netlist has a worst setup slack of 560.3 ps.
- Per the Yosys statistics, synthesis produced 354 cells.
- The kind of critical path is flop to output port.
- A synthesized cell averages 18.26 um2.
- The relative slew slack is 0.4046.
- Endpoints failing hold in the final report were tallied at 0.
- The pin closest to its max-slew limit shows a slew of 889.8 ps.
- The height of the die is between 100 and 150 um.
- The timing report notes that buffer and inverter cells on the critical path total 2.
- The instance count along the most critical hold path is 0.
- The critical path endpoint category is an output port.
- The floorplan core density is 0.3066.
- The leakage power total is 2.742 nW.
- The via count of the first global-routing pass is roughly 3400.
- After detailed routing, the average wire length per cell comes to 17.50 um.
- Sorting the synthesized cells by area gives the leading types as edfxtp_1 (59%), dfrtp_1 (15%), mux2i_1 (5.1%).
- In this run the VDD rail shows a maximum IR drop of a little over 0.4 mV.
- The kind of launch point of the worst setup path is a flop.
- The flow measured a signed area growth from synthesis to layout of 19.16%.
- The overall routed net length is 11.94 mm.
- In the global route stage, overall resource usage came out at 0.1205.
- The number of standard cells after synthesis is 354.
- The half-perimeter wire length after placement is 7.998 mm.
- The type of the tightest min-delay check is flop to flop.
- The die is ~150 um wide.
- The detailed-route vias per instance is 4.619.
- The total negative slack is 0 ps.
- The top-level I/O count is 24.
- The total via count in the routed design is around 3200.
- The number of antenna violations at the first check in global routing was 0.
- The die covers 22140 um2.
- In the post-synthesis netlist, the cell with the most instances is edfxtp_1.
- The async set-or-reset flop fraction in the synthesized netlist is 0.2381.
- In the hold report, the worst path ends at sync_read.q1[3]$_DFF_PP0_.
- The floorplan has 53 rows.
- Per STA, the worst path accumulates the most delay in the family buffers and inverters.
- The count of distinct cell types in the synthesized netlist is 33.
- The start point of the critical path is rptr_h.readptr_b[0]$_DFF_PP0_.
- The chip area line in the Yosys stat output reads 6465 um2.
- The first routing iteration left roughly 270 violations.
- The clock slew at the register clock pins of the worst setup and hold paths is approximately 60 ps.
- The number of maximum-capacitance violations is 0.
- The share of synthesized area in the top cell type comes to 0.5945.
- The detail route stage leaves a number of antenna-violating nets equal to 0.
- The longest incremental delay of any stage on the critical path is reported as between 600 and 700 ps.
- Before any placement, the netlist area is recorded as 6465 um2.
- The hold path startpoint is rptr_h.readptr_g[3]$_DFF_PP0_.
- The number of buffers inserted by port buffering is 22.
- For reference, the top cells by count after synthesis are edfxtp_1 (128), dfrtp_1 (39), mux2i_1 (33).
- The post-synthesis sequential area ratio is 0.7496.
- The final weighted congestion in routability-driven placement is 0.7885.
- Per the synth log, the flip-flop and latch total comes to 168.
- The critical path's slowest stage uses the library cell dfrtp_2.
- The wire length of the first global-routing pass is 18.75 mm.
- The final number of max-transition violations is 0.
- The critical path arrival is 2560 ps.
- The number of resized instances in the post-cts repair step is 0.
- The warning tally printed by Yosys for this design is 4.
- The power density of the placed cells is between 800 and 900 nW/um2.
- The CTS tree is done.
- The post-CTS setup buffer count is 0.
- Setup slack closes at between 300 and 400 ps.
- Along the worst path, the maximum fanout reaches 33.
- The setup skew after layout is 6.118 ps.
- The leading register cell type out of synthesis is edfxtp_1.
- The worst reg2reg path depth is 6.
- The DRC violation count after routing is 0.
- In this run the tools logged warnings totalling 27.
- In the final report, the number of endpoints failing setup comes to 0.
- The startpoint identified for the worst register-to-register timing path is rptr_h.readptr_b[0]$_DFF_PP0_.
- The floorplan step defined a core boundary enclosing 21090 um2.
- For this design, the sink count on the clock tree is 168.
- The detailed-router iteration count before antenna repair is 4.
-- per-stage QoR --
step | std cells | hold WS, ps | total power [mW] | util | cell area [um2]
2_1_floorplan | 354 | 331.2 | 4.032 | - | 6465
3_3_place_gp | 647 | 333.6 | 4.695 | 0.3343 | 7051
3_5_place_dp | 647 | 334.7 | 4.723 | 0.3343 | 7051
4_1_cts | 682 | 206.8 | 6.665 | 0.3653 | 7704
5_1_grt | 682 | 224.8 | 6.939 | 0.3653 | 7704
6_report | 682 | 222.0 | 6.578 | 0.3653 | 7704
-- report_power, final --
| group | switching, mW | internal (mW) | total, mW | leakage [nW] |
|---|---|---|---|---|
| Clock | 0.719 | 1.18 | 1.90 | 0.311 |
| Sequential | 0.240 | 2.49 | 2.73 | 1.63 |
| Combinational | 1.00 | 0.945 | 1.95 | 0.804 |
-- worst max path at each step --
stage / to / slack [ps] / depth (start not counted)
CTS: out[6] / 270 / 6
global route: out[6] / 110 / 6
finish: out[4] / 320 / 6
-- area by class of cell --
type | instances | area, um2 | share of cell area
Clock buffer | 23 | 521.8 | 0.06773
Timing Repair Buffer | 35 | 330.3 | 0.04288
Tap cell | 275 | 344.1 | 0.04466
Clock inverter | 12 | 131.4 | 0.01705
Sequential cell | 168 | 4847 | 0.6292
Inverter | 9 | 33.78 | 0.004385
Multi-Input combinational cell | 160 | 1495 | 0.1941
-- registers in the layout, indices dropped and copies added (netlist names), 4 cells and up --
signal and flops:
wptr_h.writeptr_g 4, rptr_h.readptr_b 5, sync_write.Q 5, sync_write.q1 5
sync_read.Q 5, sync_read.q1 5, rptr_h.readptr_g 4, wptr_h.writeptr_b 5
fifom.mem 128
-- cells in the final DEF, fill, tap and decap left out, types with 2 or more instances in the layout --
master and n:
or3_1 2, dfrtp_1 38, edfxtp_1 128, nand3_1 5, bufinv_16 2, nor3_1 4, clkinvlp_4 3, nand2b_1 3
inv_6 2, mux4_2 14, and2_1 2, inv_1 8, xor2_1 15, a221oi_1 16, nand2_1 11, nor2_1 15
buf_4 12, xnor2_1 8, ha_1 5, clkbuf_16 20, clkinv_4 2, clkinv_1 2, o21ai_0 8, mux2i_1 33
mux4_1 2, clkinv_2 2, clkdlybuf4s50_1 22, clkbuf_1 2, a21boi_0 2, xnor3_1 2, a22oi_1 8
-- cell families (layout without fill, tap and decap cells) --
logic type	count (synthesis)	in the layout	synth area share
AND/OR/NAND/NOR	46	46	0.03368
AND-OR/OR-AND	35	35	0.04180
XOR/XNOR	25	25	0.03813
adder cells (fa/ha/maj)	5	5	0.009677
flip-flops	168	168	0.7496
buffers and inverters	26	79	0.01916
multiplexers	49	49	0.1080
-- metal layers --
| layer | up-vias | part of all wire | global-route usage |
|---|---|---|---|
| met5 | - | 0 | 0 |
| met3 | 16 | 0.089 | 0.06303 |
| met1 | 1577 | 0.41 | 0.1620 |
| met4 | 0 | 0.017 | 0.01786 |
| li1 | 1451 | - | - |
| met2 | 106 | 0.48 | 0.1857 |
Power figures rest on the tool's default switching activity, not on a simulated workload.
